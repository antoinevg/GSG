==> design/flow/design.v <==
module blinky_top(input clk_60mhz, output [5:0] led, output [1:0] user_io);
     reg [26:0] div = 0;
     always @ ( posedge clk_60mhz ) begin
        div <= div + 1'b1;
     end
     assign led = div[26:21];
     assign user_io = div[25:24];
endmodule
==> design/flow/run.sh <==
#!/bin/bash
# OpenROAD 26Q1-2900-gdf79404cd8, Yosys 0.63+post, stock flow scripts
make -C /OpenROAD-flow-scripts/flow DESIGN_CONFIG=/design/flow/config.mk WORK_HOME=/design/flow/orfs finish
==> design/flow/config.mk <==
export PLATFORM = sky130hd
export DESIGN_NAME = blinky_top
export DESIGN_NICKNAME = blinky_top
export VERILOG_FILES = /design/flow/design.v
export SDC_FILE = /design/flow/constraint.sdc
export NUM_CORES = 4
export LEC_CHECK = 1
export CORE_AREA = 10 10 93 93
export DIE_AREA = 0 0 103 103
==> design/flow/constraint.sdc <==
current_design blinky_top

set clk_period 4.5
set clk_io_pct 0.2

create_clock -name clk0 -period $clk_period [get_ports {clk_60mhz}]

set non_clock_inputs [all_inputs -no_clocks]
set_input_delay [expr $clk_period * $clk_io_pct] -clock clk0 $non_clock_inputs
set_output_delay [expr $clk_period * $clk_io_pct] -clock clk0 [all_outputs]
==> run notes <==
fresh numbers from the pnr run: CP required 3.60 ns, Chip Height 103 um, OpenROAD warning count 25, Top-Level Pins 9, antenna cells 0, Die W 103 um, drt total wl 1647 um, Avg WL per Cell 8.578 um, Reg power frac 0.635, RSZ-0062 raised after global routing no, top flop regs div x27, initial antenna violation count 0, CTS Buffer Depth 2, antenna viol nets, final 0, vias per cell 3.708, P per Cell Area 295.0 nW/um^2, Setup CP Type flop to output pin, clock share of power 0.365, Worst Setup SP div[23], DRC Markers 0, largest reg by FF count div, Worst EP arrival 1.16 ns, Dominant cell area share 0.4892, total negative setup slack 0 ns, Via Count 712, clock-pin slew on the worst setup and hold paths 0.09 ns, number of flip-flops in the largest register 27, chip area 10610 um^2, Yosys chip area 1105 um^2, H-tree Lvls 1, floorplan utilization 0.1635, Yosys reg bits 27, Slew HR 0.5789, sequential area share after synthesis 0.4892, Main area contributors dfxtp_1, xnor2_1, xor2_1, Port Buffers 8, Period Utilization, post-route 0.4585, first-pass GRT wire length 2863 um, Late-Pin Clk Latency 0.27 ns, Max Clock Skew 0.003043 ns, status finished, final reports clean, initial DRC count 45, row cnt 30, Post-DP Area 1225 um^2, GP Congestion 0.8142, CTS tree done, crit path cell chain clkdlybuf4s50_1, Crit path max-delay family buffers and inverters, peak supply drop 0.0001357 V, reg2reg start div[2], Psw 0.00007437 W, FF-to-FF setup slack 2.76 ns, Top FF cell, synth dfxtp_1, clock buffer count from CTS 3, mapped cell area 1105 um^2, largest net degree at the start of global routing 17, P_leak 0.4355 nW, launch point of the worst hold path div[0], highest clock rate 484.7 MHz, max-slew violations 0, Sw Share 0.1979, Max Cap Viol 0, hpwl dp 1236 um, Post-CTS Hold Fix Bufs 0, final setup fails 0, share of flip-flops with an asynchronous set or reset 0, Worst setup EP type output pin, layout cells sized above 1 0.08929, top-count cell post-synth dfxtp_1, Cell Type Count 18, synth-to-layout area growth 15.29%, area of the core 6756 um^2, root buffer cell clkbuf_8, peak per-stage delay on the critical path 0.49 ns, CP Buf/Inv Count 1, total power 0.0003758 W, vias in the first global route 667, Comb power frac 0, fin crit period 2.063 ns, synthesized area per cell 10.23 um^2, Hold Violations, Final 0, Post-synth EDFFs 0, Cells after Synth 108, Congestion Overflow GR 0, # Cells Yosys 108, CTS sink cnt 27, Synthesis Warnings 1, top cells by count dfxtp_1, xnor2_1, xor2_1, nand3_1, nand4_1, Tightest Pin Transition 0.6268 ns, post-synth top area cell dfxtp_1, Slowest-stage cell, CP clkdlybuf4s50_1, HP Class flop to flop, Pint 0.0003014 W, number of setup buffers added after CTS 0, worst-path maximum fanout 5, CTS resizes 0, TritonRoute pass-1 iters 4, GRT Util Overall 0.03273, Design Area, Final 1274 um^2, Startpoint Class flop
-- stage by stage --
step | util | hold slack, ns | std cells | setup slack (ns)
2_1_floorplan | - | 0.3703 | 108 | 2.880
3_3_place_gp | 0.1813 | 0.3785 | 188 | 2.729
3_5_place_dp | 0.1813 | 0.3846 | 188 | 2.721
4_1_cts | 0.1885 | 0.4076 | 192 | 2.406
5_1_grt | 0.1885 | 0.4270 | 192 | 2.357
6_report | 0.1885 | 0.4034 | 192 | 2.437
-- cell usage in the layout, fill, tap and decap left out --
cell / instances
and3_1: 1
and4_1: 2
clkbuf_8: 3
clkdlybuf4s50_1: 8
clkinvlp_4: 1
dfxtp_1: 27
ha_1: 1
inv_1: 1
nand2_1: 6
nand2_2: 1
nand3_1: 10
nand3_2: 1
nand4_1: 10
nor2_1: 5
nor3_1: 3
nor3_2: 3
nor4_1: 3
or4_4: 1
xnor2_1: 13
xor2_1: 12
-- worst paths after layout --
kind	depth (start not counted)	end
max	1	led[2]
min	1	div[0]
max reg2reg	4	div[21]
min reg2reg	1	div[0]
-- metal layers --
metal	vias up	global-route usage	routed length (um)
li1	380	-	-
met1	321	0.04379	878
met2	11	0.05022	622
met3	0	0.01490	146
met4	0	0.001070	0
met5	-	0	0
-- cell families after synthesis --
group / after synthesis / share of synthesized area
flops: 27 / 0.4892
buf+inv: 9 / 0.05776
fa+ha+maj: 1 / 0.01132
simple gates: 46 / 0.2435
xor+xnor: 25 / 0.1982
-- layout make-up --
| cell class | count | area [um^2] |
|---|---|---|
| fillers | 747 | 5483 |
| flip-flops and latches | 27 | 540.5 |
| multi-input cells | 72 | 500.5 |
| well taps | 80 | 100.1 |
| repair buffers | 8 | 80.08 |
| clock buffers | 3 | 41.29 |
| clock inverters | 1 | 7.507 |
| inverters | 1 | 3.754 |
-- power by group through the flow --
stage / logic, W / registers [W] / clock network, W
4_1_cts: 0.000000000196 / 0.000239 / 0.000145
5_1_grt: 0.000000000196 / 0.000239 / 0.000152
6_report: 0.000000000196 / 0.000239 / 0.000137
Power is estimated from default activity; no workload was simulated.
